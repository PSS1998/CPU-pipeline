==> design/flow/design.v <==
module ID_EX_reg(input clk, input[16:0] control_signal, input[7:0] read1, input[7:0] read2, input[7:0] const_EX, input[7:0] shift_count, input[2:0] inst10_8, input[2:0] inst7_5, input[2:0] inst13_11, output[16:0] EX_control_signal, output[7:0] EX_read1, output[7:0] EX_read2, output[7:0] EX_const_EX, output[7:0] EX_shift_count, output[2:0] EX_inst10_8, output[2:0] EX_inst7_5, output[2:0] EX_inst13_11);
	logic[16:0] control_signal_FF;
	logic[7:0] read1_FF;
	logic[7:0] read2_FF;
	logic[7:0] const_EX_FF;
	logic[7:0] shift_count_FF;
	logic[2:0] inst10_8_FF;
	logic[2:0] inst7_5_FF;
	logic[2:0] inst13_11_FF;
	initial  begin
		control_signal_FF = 17'b0;
		read1_FF = 8'b0;
		read2_FF = 8'b0;
		const_EX_FF = 8'b0;
		shift_count_FF = 8'b0;
		inst10_8_FF = 3'b0;
		inst7_5_FF = 3'b0;
		inst13_11_FF = 3'b0;
	end
  always@(posedge clk)begin
		control_signal_FF <= control_signal;
	end
	assign EX_control_signal = control_signal_FF;
	always@(posedge clk)begin
		read1_FF <= read1;
	end
	assign EX_read1 = read1_FF;
	always@(posedge clk)begin
		read2_FF <= read2;
	end
	assign EX_read2 = read2_FF;
	always@(posedge clk)begin
		const_EX_FF <= const_EX;
	end
	assign EX_const_EX = const_EX_FF;
	always@(posedge clk)begin
		shift_count_FF <= shift_count;
	end
	assign EX_shift_count = shift_count_FF;
	always@(posedge clk)begin
		inst10_8_FF <= inst10_8;
	end
	assign EX_inst10_8 = inst10_8_FF;
	always@(posedge clk)begin
		inst7_5_FF <= inst7_5;
	end
	assign EX_inst7_5 = inst7_5_FF;
	always@(posedge clk)begin
		inst13_11_FF <= inst13_11;
	end
	assign EX_inst13_11 = inst13_11_FF;
endmodule
==> design/flow/run.sh <==
#!/bin/bash
# OpenROAD 26Q1-2900-gdf79404cd8, Yosys 0.63+post, stock flow scripts
make -C /OpenROAD-flow-scripts/flow DESIGN_CONFIG=/design/flow/config.mk WORK_HOME=/design/flow/orfs finish
==> design/flow/config.mk <==
export PLATFORM = sky130hd
export DESIGN_NAME = ID_EX_reg
export DESIGN_NICKNAME = ID_EX_reg
export VERILOG_FILES = /design/flow/design.v
export SDC_FILE = /design/flow/constraint.sdc
export NUM_CORES = 4
export LEC_CHECK = 1
export CORE_AREA = 10 10 94 94
export DIE_AREA = 0 0 104 104
==> design/flow/constraint.sdc <==
current_design ID_EX_reg

set clk_period 1.0
set clk_io_pct 0.2

create_clock -name clk0 -period $clk_period [get_ports {clk}]

set non_clock_inputs [all_inputs -no_clocks]
set_input_delay [expr $clk_period * $clk_io_pct] -clock clk0 $non_clock_inputs
set_output_delay [expr $clk_period * $clk_io_pct] -clock clk0 [all_outputs]
==> reports/metrics.yaml <==
grt:
  total_congestion_overflow: 0
  antenna_found_initial: 0
  grt_first_pass_wirelength_mm: 5.36
  groute.usage.overall_pct: 6.40
  maximum_number_of_pins_on_one_net_before_global_route_repair: 10
  grt_pass1_vias: 940
final_layout:
  fillCellCount: 707
  total_area_of_sequential_cells_um2: 1160
  final_layout_size_suffix_gt1_share_pct: 37.6
  nMultiInputCombCells: 0
  finalCoreUtilization_pct: 34.2
  comb_area_um2: 0
  area_growth_syn_to_layout_pct: 101
setup_path:
  worstPathArrival_ps: 730
  timing.critical_path.depth: 1
  worstSetupPathType: "reg2out"
  worstSetupStartpointType: "flip-flop"
  cp_max_fo: 1
  cp.required_ps: 800
  stage_delay_of_the_slowest_cell_on_the_critical_path_ps: 290
  worst_path_max_delay_cell: "sky130_fd_sc_hd__dfxtp_1"
  critical-path-top-delay-family: "flip-flops"
  path_cells: "buf_2"
  worstSetupEndpointType: "output pin"
  worst_path_buffer_plus_inverter_count: 1
power_and_ir_drop:
  total_leakage_power_nw: 1.04
  p_sw_w: 0.000880
  pwr-share-comb_pct: 6.6
  share_of_power_burned_in_the_clock_network_pct: 42.0
  switching_share_pct: 18.4
  internal-power_w: 0.00390
  share_seq_of_total_power_pct: 51.4
  power-per-cell-area_nw_per_um2: 2050
  power.ir.vdd_worst_mv: 0.967
final_timing:
  finalCriticalPeriod_ps: 935
  finalCritPeriodShare_pct: 93.5
  transition_at_the_pin_with_the_smallest_max_transition_slack_ps: 108
  rsz0062_at_grt: "no"
  setup-violations-final: 0
  clock.fmax_mhz: 1070
  whs_ps: 310
  max-slew-margin-rel_pct: 92.8
  setup_total_negative_slack_ps: 0
  finalHoldViolations: 0
  maxSlewViolCount: 0
floorplan:
  die_width_um: 104
  fp_util_pct: 17.0
  ios: 117
  die_h_um: 104
  core_um2: 6830
  placement_rows: 30
  floorplan.die_area_um2: 10800
logic_synthesis:
  post_synth_inst_count: 58
  ys_cells: 58
  synthesis.area_um2: 1160
  synth_chip_area_um2: 1160
  ys_warn_count: 1
  ys_types: 1
  synth.avg_cell_area_um2: 20.0
  synth_sequential_area_ratio_pct: 100
  synth-seq-cells: 58
cts:
  htree_levels: 3
  cts_hold_bufs: 0
  clkTransAtPathRegs_ps: 60
  clk_path_buf_depth: 2
  root_buffer: "sky130_fd_sc_hd__clkbuf_8"
  tritoncts.num_buffers: 9
  cts_tree: "built"
  cts_num_sinks: 58
flow_run:
  cap_violations: 0
  stage_log_warnings: 25
routing:
  drt_drc_violations_left: 0
  routed_via_density: 3.10
  antenna_cells_inserted: 0
  detailed_route_via_count: 884
  firstDrtPassIters: 2
  first_iter_violations: 10
  detail-route-antenna-nets: 0
  detail_route.wirelength_mm: 3.51
  post_drt_wl_per_cell_um: 12.3
min_path:
  min_delay_worst_endpoint: "control_signal_FF[16]"
  min_path_type: "in2reg"
  hold_start: "control_signal[16]"
  hold-path-cell-count: 1
placement:
  place_hpwl_mm: 2.85
  gpl.final_weighted_congestion: 0.649
  place.port_buffers: 116
outcome:
  run_status: "finished, final reports clean"
==> worst max path at each step <==
stage | from | end | slack (ps)
4_1_cts | control_signal_FF[15] | EX_control_signal[15] | 30
5_1_grt | inst7_5_FF[0] | EX_inst7_5[0] | 5
6_report | control_signal_FF[15] | EX_control_signal[15] | 70
==> flip-flops by register name, indices dropped and copies added, names as in the netlist <==
signal,flops
control_signal_FF,17
const_EX_FF,8
read1_FF,8
read2_FF,8
shift_count_FF,8
inst10_8_FF,3
inst13_11_FF,3
inst7_5_FF,3
==> cell families (layout without fill, tap and decap cells) <==
group,Yosys count,after routing,synth area share (%)
flip-flops,58,58,100
buffers and inverters,0,131,0
==> cells in the mapped netlist <==
cell type | count | area (um2)
sky130_fd_sc_hd__dfxtp_1 | 58 | 1160
==> power by group through the flow <==
| stage | registers (W) | clock network (W) | logic, W |
|---|---|---|---|
| 4_1_cts | 0.00246 | 0.00213 | 0.000325 |
| 5_1_grt | 0.00247 | 0.00223 | 0.000345 |
| 6_report | 0.00246 | 0.00201 | 0.000314 |
==> metal layers <==
layer / vias up / global-route usage (%) / wire [um]
met4: 0 / 1.59 / 57
met5: - / 0 / 0
li1: 430 / - / -
met1: 382 / 7.00 / 1320
met2: 66 / 9.64 / 1650
met3: 6 / 4.82 / 473
==> layout by cell type (no fill, tap or decap), drive strengths merged <==
master         instances
dfxtp                 58
clkdlybuf4s50         58
buf                   58
clkbuf                12
clkinv                 2
bufinv                 1
==> timing repair <==
item | CTS | global route
gates resized | 175 | 0
setup endpoints to repair | 58 | 0
buffers inserted | 0 | 0
==> area by class of cell <==
type / count / area share, %
clock inverter: 3 / 1.71
timing repair buffer: 116 / 37.3
tap: 96 / 5.14
sequential: 58 / 49.7
clock buffer: 12 / 6.21
==> per-stage QoR <==
stage                     total power (W)  area [um2]  setup WS, ps  instances
after floorplan                   0.00248        1160           538         58
after global placement            0.00295        2440          18.7        270
after detailed placement          0.00295        2440          23.0        270
after CTS                         0.00491        2340          26.6        285
after global routing              0.00505        2340          5.34        285
final                             0.00478        2340          65.3        285
Power figures rest on the tool's default switching activity, not on a simulated workload.
