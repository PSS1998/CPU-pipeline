`flow/design.v`:
```
module Register_file(input clk, input[2:0] ReadReg1, ReadReg2, WriteReg, input[7:0] WriteData, input write, output logic [7:0] Read1, Read2);
  logic[7:0] Registers [7:0];
  reg[7:0] data1;
  reg[7:0] data2;
  initial  begin
		Registers[0] = 8'b0;
		Registers[1] = 8'b0;
		Registers[2] = 8'b0;
		Registers[3] = 8'b0;
		Registers[4] = 8'b0;
		Registers[5] = 8'b0;
		Registers[6] = 8'b0;
		Registers[7] = 8'b0;
	end
  always@(posedge clk)begin
    Registers[0] <= 8'b0;
    if(write)
      Registers[WriteReg] <= WriteData;
	end
  assign Read1 = write?((ReadReg1==WriteReg)?WriteData:Registers[ReadReg1]):Registers[ReadReg1];
  assign Read2 = write?((ReadReg2==WriteReg)?WriteData:Registers[ReadReg2]):Registers[ReadReg2];
endmodule
```
`flow/run.sh`:
```
#!/bin/bash
# OpenROAD 26Q1-2900-gdf79404cd8, Yosys 0.63+post, stock flow scripts
make -C /OpenROAD-flow-scripts/flow DESIGN_CONFIG=/design/flow/config.mk WORK_HOME=/design/flow/orfs finish
```
`flow/config.mk`:
```
export PLATFORM = sky130hd
export DESIGN_NAME = Register_file
export DESIGN_NICKNAME = Register_file
export VERILOG_FILES = /design/flow/design.v
export SDC_FILE = /design/flow/constraint.sdc
export NUM_CORES = 4
export LEC_CHECK = 1
export CORE_UTILIZATION = 30
```
`flow/constraint.sdc`:
```
current_design Register_file

set clk_period 2.2
set clk_io_pct 0.2

create_clock -name clk0 -period $clk_period [get_ports {clk}]

set non_clock_inputs [all_inputs -no_clocks]
set_input_delay [expr $clk_period * $clk_io_pct] -clock clk0 $non_clock_inputs
set_output_delay [expr $clk_period * $clk_io_pct] -clock clk0 [all_outputs]
```
==> results.json <==
{
  "cts_max_level": 3,
  "ys_cells": 169,
  "first_global_vias": 2164,
  "grt_setup_unrepaired": "true",
  "worst-endpoint-required_ns": 1.76,
  "numPortBuffers": 34,
  "reg_top3": "Registers x64",
  "io-pin-count": 35,
  "firstDrtPassIters": 4,
  "die-height_um": 107,
  "drcViolationCount": 0,
  "timing.hold.worst.class": "input port to flip-flop",
  "tightest_slew_ns": 0.301,
  "grt_max_degree": 11,
  "route.antenna.remaining_nets": 0,
  "wl_per_cell_um": 20.2,
  "clock_sinks": 64,
  "cp-start-kind": "flip-flop",
  "chip_area_mm2": 0.0113,
  "cell_pwr_density_mw_per_mm2": 639,
  "timing.max_slew.rel_slack": 0.798,
  "slowest_stage": "sky130_fd_sc_hd__mux4_2",
  "regMostFlops": "Registers",
  "gp_congestion": 0.771,
  "synth.largest_area_cell": "sky130_fd_sc_hd__edfxtp_1",
  "final_layout_size_suffix_gt1_frac": 0.586,
  "cts_buffers": 9,
  "utilization": 0.428,
  "drt-initial-drc-count": 69,
  "top_area_frac": 0.513,
  "cts.root.buffer_cell": "sky130_fd_sc_hd__clkbuf_8",
  "final-setup-viol-count": 16,
  "floorplan.initialDensity": 0.313,
  "number_of_warning_messages_in_the_logs": 27,
  "yosys.cell_types.count": 18,
  "fmax_mhz": 418,
  "whs_path_depth": 1,
  "worst_ir_drop_vdd_uv": 273,
  "report.final.hold_viol_count": 0,
  "crit_top_cell": "sky130_fd_sc_hd__mux2_4",
  "critical_path.max_stage_delay_ns": 0.45,
  "power.static_leakage_nw": 1.73,
  "chipWidth_um": 107,
  "worstPathMaxFanout": 2,
  "setup.worst_path.class": "flip-flop to output pin",
  "cp-end-kind": "output pin",
  "arrival_ns": 1.95,
  "antenna_cells_inserted": 0,
  "layout_top_cells_excl_fill_tap": "56 x sky130_fd_sc_hd__edfxtp_1, 37 x sky130_fd_sc_hd__buf_4, 32 x sky130_fd_sc_hd__mux4_2",
  "via_count": 1944,
  "synth.yosys.chip_area_mm2": 0.00328,
  "outcome": "complete, but fails checks",
  "detailedPlacementHpwl_um": 4880,
  "number_of_flip_flops_under_the_largest_register_name": 64,
  "grt_usage": 0.163,
  "timing_max_transition_violations_final": 0,
  "clk_transition_reported_paths_ns": 0.06,
  "syn_area_per_cell_um2": 19.4,
  "clk_path_buf_depth": 2,
  "synth-warning-count": 1,
  "pre_cts_ws_ns": -0.909,
  "yosysSeqAreaShare": 0.562,
  "grt_first_pass_wirelength_um": 12300,
  "crit_path_time_final_ns": 2.39,
  "top_cells_by_area": "sky130_fd_sc_hd__edfxtp_1 51%, sky130_fd_sc_hd__mux4_1 14%, sky130_fd_sc_hd__mux2_2 10%",
  "grt_antenna_before_repair": 0,
  "core.rowCount": 37,
  "wirelength_um": 8010,
  "final_common_cell": "sky130_fd_sc_hd__edfxtp_1",
  "final_global_route_overflow_total": 0,
  "share_of_the_cycle_needed_by_the_critical_path_after_routing": 1.09,
  "area_growth_pct": 36.6,
  "avgViaCountPerCell": 4.90,
  "post-layout-total-power_w": 0.00286,
  "final.setup.worst_slack_ns": -0.194,
  "crit_path_cell_trace": "buf_4 -> mux4_2 -> mux2_4 -> mux2_4 -> buf_2",
  "core-area_mm2": 0.0105,
  "postSynthCellCount": 169,
  "cts_tree": "yes",
  "netlist_area_mm2": 0.00328,
  "ys_seq_elements": 64,
  "violations": "setup timing",
  "maxCapViolations": 0
}
==> Yosys cell counts <==
cell type and n:
sky130_fd_sc_hd__clkbuf_1 5, sky130_fd_sc_hd__nand2b_1 3, sky130_fd_sc_hd__edfxtp_1 56, sky130_fd_sc_hd__mux2_2 30, sky130_fd_sc_hd__nand2_1 2, sky130_fd_sc_hd__buf_8 1, sky130_fd_sc_hd__nor2_1 6, sky130_fd_sc_hd__buf_2 2
sky130_fd_sc_hd__dfxtp_1 8, sky130_fd_sc_hd__and2_1 8, sky130_fd_sc_hd__nand4_1 2, sky130_fd_sc_hd__mux4_2 14, sky130_fd_sc_hd__mux4_1 18, sky130_fd_sc_hd__xnor2_1 6, sky130_fd_sc_hd__buf_6 2, sky130_fd_sc_hd__buf_12 2
sky130_fd_sc_hd__mux2_4 2, sky130_fd_sc_hd__nor3_1 2
==> critical path, delay by kind of cell, from the launching register on <==
kind	cells	cell delay, ns
muxes	3	0.98
DFF	1	0.40
buffers and inverters	2	0.26
==> final timing paths <==
kind                            start               to  slack [ns]
worst max-delay path  Registers[6][2]         Read1[2]       -0.19
worst min-delay path     WriteData[4]  Registers[1][4]        0.85
==> kinds of logic after synthesis <==
group / Yosys count / synth area share
xor gates and xnor gates: 6 / 0.0160
and+or+nand+nor: 23 / 0.0370
buffers and inverters: 12 / 0.0324
muxes: 64 / 0.353
DFF: 64 / 0.562
==> area by class of cell <==
cell class	instances	area [µm²]
clock buffers	13	159
clock inverters	3	40.0
fillers	948	5990
multi-input cells	93	1380
flip-flops and latches	64	1840
well taps	136	170
repair buffers	88	887
==> repair_timing <==
item	in CTS	in global routing
pin swaps	1	0
gates resized	135	2
endpoints found under the setup margin	16	16
hold buffers	0	0
setup buffers	8	0
cloned	6	0
==> report_power, final <==
group / leakage (nW) / internal (W) / switching [W]
Clock: 0.103 / 0.000582 / 0.000417
Combinational: 1.05 / 0.000317 / 0.000171
Sequential: 0.573 / 0.00136 / 0.0000144
Total: 1.73 / 0.00226 / 0.000602
==> stage by stage <==
stage,instance area [µm²],TNS [ns],cells,hold WS [ns]
after floorplan,3280,0,169,0.539
after global placement,4030,-14.17,367,1.18
after detailed placement,4030,-14.15,367,1.20
after CTS,4470,-1.81,397,0.834
after global routing,4480,-2.63,397,0.848
final,4480,-1.53,397,0.846
==> per-layer routing <==
layer | GRT usage | wire [µm] | share of wire | vias to the layer above
met5 | 0 | 0 | 0 | -
met4 | 0.0186 | 93 | 0.012 | 0
met3 | 0.118 | 1140 | 0.14 | 12
met2 | 0.243 | 3800 | 0.47 | 120
met1 | 0.205 | 2970 | 0.37 | 945
li1 | - | - | - | 867
Power and IR drop assume default switching activity.
