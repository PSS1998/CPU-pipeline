### flow/constraint.sdc
current_design IF_ID_reg

set clk_period 1.0
set clk_io_pct 0.2

create_clock -name clk0 -period $clk_period [get_ports {clk}]

set non_clock_inputs [all_inputs -no_clocks]
set_input_delay [expr $clk_period * $clk_io_pct] -clock clk0 $non_clock_inputs
set_output_delay [expr $clk_period * $clk_io_pct] -clock clk0 [all_outputs]
### flow/run.sh
#!/bin/bash
# OpenROAD 26Q1-2900-gdf79404cd8, Yosys 0.63+post, stock flow scripts
make -C /OpenROAD-flow-scripts/flow DESIGN_CONFIG=/design/flow/config.mk WORK_HOME=/design/flow/orfs finish
### flow/config.mk
export PLATFORM = sky130hd
export DESIGN_NAME = IF_ID_reg
export DESIGN_NICKNAME = IF_ID_reg
export VERILOG_FILES = /design/flow/design.v
export SDC_FILE = /design/flow/constraint.sdc
export NUM_CORES = 4
export LEC_CHECK = 1
export CORE_AREA = 10 10 90 90
export DIE_AREA = 0 0 100 100
### flow/design.v
module IF_ID_reg(input clk, input ld, input IF_Flush, input[18:0] data, input[11:0] PCplus, output[18:0] ID_inst, output[11:0] ID_PC);
	logic[11:0] PC_FF;
	logic[18:0] inst_FF;
	initial  begin
		PC_FF = 12'b0;
		inst_FF = 19'b0;
	end
	logic reset;
	assign reset = IF_Flush;
	always@(posedge clk)begin
		if(reset)
			PC_FF <= 12'b0;
		else
		  if(ld)
			 PC_FF <= PCplus;
			else
			 PC_FF <= PC_FF;
	end
	assign ID_PC = PC_FF;
	always@(posedge clk)begin
		if(reset)
			inst_FF <= 19'b0;
		else
		  if(ld)
			 inst_FF <= data;
			else
			 inst_FF <= inst_FF;
	end
	assign ID_inst = inst_FF;
endmodule
==> results.sh <==
# physical design summary
export IMPL_outcome="finished, final reports clean"
export IMPL_timing_worst_slew_pin_value_ns=0.145
export IMPL_ys_cells=100
export IMPL_yosys_mux_area_fraction_pct=27.5
export IMPL_clkSinkCount=31
export IMPL_sequentialPowerShare_pct=50.9
export IMPL_floorplan_core_util_pct=18.0
export IMPL_initialDrtViolationCount=24
export IMPL_postSynthAreaPerCell_um2=11.3
export IMPL_pwr_share_comb_pct=14.3
export IMPL_grt_setup_unrepaired="false"
export IMPL_synth_compound_gate_area_share_pct=0
export IMPL_synth_adder_area_share_pct=0
export IMPL_crit_path_cell_trace="buf_2"
export IMPL_critical_path_slowest_cell="dfxtp_2"
export IMPL_cts_repair_resized=95
export IMPL_first_global_vias=1007
export IMPL_max_clock_freq_mhz=1110
export IMPL_synth_lib_cells_used_distinct=6
export IMPL_overflow=0
export IMPL_cts_post_setup_buffers_inserted=0
export IMPL_netlist_top_cells_area="dfxtp_1, mux2i_1, nor2_1"
export IMPL_ctsLongestPathBuffers=2
export IMPL_enable_flop_cells=0
export IMPL_p_r_area_growth_vs_syn_pct=61.5
export IMPL_yosys_area_share_simple_pct=10.3
export IMPL_drt_wirelength_per_cell_um=12.3
export IMPL_detailedRoute_firstPassIterationCount=2
export IMPL_hpwlAfterDp_um=2290
export IMPL_final_setup_skew_ns=0
export IMPL_ys_seq_share_pct=54.9
export IMPL_power_density_mw_per_mm2=1460
export IMPL_cp_buffers_inverters=1
export IMPL_antenna_diode_count=0
export IMPL_yosys_warnings=1
export IMPL_core_area_mm2=0.00628
export IMPL_switching_power_mw=0.603
export IMPL_numSynthFlops=31
export IMPL_cellInternalPower_mw=2.07
export IMPL_vias=909
export IMPL_critical_path_max_stage_delay_ns=0.32
export IMPL_endpoint_kind="output port"
export IMPL_final_period_utilization_pct=90.2
export IMPL_final_antenna_net_count=0
export IMPL_buffer_ports_inserted=64
export IMPL_synth_area_yosys_mm2=0.00113
export IMPL_antenna_violations_before_repair=0
export IMPL_critPathTopFamily="flip-flops"
export IMPL_kind_of_path_behind_the_tightest_hold_check="input port to flop"
export IMPL_tritoncts="yes"
export IMPL_fin_setup_tns_ns=0
export IMPL_number_of_cells_on_the_critical_path=1
export IMPL_dp_worst_setup_slack_ns=-0.0941
export IMPL_gp_congestion=0.690
export IMPL_crit_fanout=2
export IMPL_pin_count=65
export IMPL_detail_route_vias_per_cell=3.70
export IMPL_synth_cells=100
export IMPL_drive_gt1_share_pct=43.2
export IMPL_relSlewSlack_pct=90.1
export IMPL_finalSetupViolations=0
export IMPL_postSynth_asyncResetShare_pct=0
export IMPL_clock_tree_root_cell="clkbuf_8"
export IMPL_rows=29
export IMPL_most_used_standard_cells_in_the_synthesized_netlist="dfxtp_1, mux2i_1, nor2_1"
export IMPL_grt_first_pass_wirelength_um=5010
export IMPL_clk_insertion_delay_late_ns=0.27
export IMPL_synth_logic_top_family="multiplexers"
export IMPL_wirelength_um=3030
export IMPL_maxCapViolCount=0
export IMPL_grt_max_degree=32
export IMPL_ff2ff_path_depth=2
export IMPL_synthesis_area_mm2=0.00113
export IMPL_cp_data_arrival_time_ns=0.70
export IMPL_timing_critical_path_from_type="flop"
export IMPL_design_die_area_mm2=0.0100
export IMPL_final_setup_worst_slack_ns=0.0983
export IMPL_slew_viol_final=0
export IMPL_power_share_clock_pct=34.9
export IMPL_hold_path_cell_count=4
export IMPL_max_vdd_ir_drop_mv=0.592
export IMPL_timing_final_hold_violations=0
export IMPL_period_minus_slack_ns=0.902
export IMPL_synth_top_cell_by_area="dfxtp_1"
export IMPL_synth_xor_area_share_pct=0
export IMPL_p_sw_share_pct=22.6
export IMPL_die_size_y_um=100
export IMPL_worst_setup_hold_path_clk_slew_ns=0.07
export IMPL_yosysTopAreaCellShare_pct=54.9
export IMPL_path_class="flop to output port"
export IMPL_route_detailed_drc=0
export IMPL_die_width_um=100
export IMPL_gr_usage_all_layers_pct=6.03
export IMPL_synth_main_ff_cell="dfxtp_1"
export IMPL_ctsHoldBuffers=0
export IMPL_clock_tree_htree_level_count=2
export IMPL_total_leakage_power_nw=0.855
export IMPL_cp_required_ns=0.80
export IMPL_cts_buffers=5
export IMPL_log_warning_count=25
[metal layers]
layer  global-route usage [%]  routed length (um)
met1                     7.07                1230
met4                    0.870                  50
met5                        0                   0
met2                     9.51                1390
met3                     3.61                 364
[worst paths after layout]
path              slack (ns)     endpoint        start
setup / recovery         0.1  ID_inst[15]  inst_FF[15]
hold / removal          0.43   inst_FF[4]           ld
setup reg to reg        0.39    PC_FF[11]    PC_FF[11]
hold reg to reg         0.48     PC_FF[2]     PC_FF[2]
[power groups by stage]
stage	combinational (mW)	sequential [mW]	clock, mW
final	0.381	1.36	0.932
after global routing	0.424	1.37	1.06
after CTS	0.426	1.36	0.987
[cell families (layout without fill, tap and decap cells)]
logic type             Yosys count  in the layout
buffers and inverters            7             76
DFF                             31             31
muxes                           31             31
and+or+nand+nor                 31             31
[cell usage in the layout (no fill, tap or decap)]
master	count
mux2i_1	31
dfxtp_2	31
clkbuf_1	2
clkinv_2	1
clkbuf_8	5
buf_12	4
nor2_1	31
clkbuf_2	29
clkdlybuf4s50_1	32
buf_2	3
[flip-flops by register name, indices dropped and copies added (netlist names)]
register	cells
inst_FF	19
PC_FF	12
[cell type report]
cell class	count	area, um2
clock buffer	7	76.3
clock inverter	1	5.00
fill	670	4450
multi-input combinational	62	427
sequential	31	659
tap	77	96.3
timing repair buffer	68	561
[metrics by stage]
step	hold WS (ns)	cells	power [mW]	area [um2]	utilization, %
final	0.434	246	2.67	1820	29.1
after global placement	0.475	238	1.83	1860	29.6
after floorplan	0.272	100	1.52	1130	-
after detailed placement	0.480	238	1.83	1860	29.6
after CTS	0.439	246	2.77	1970	31.4
after global routing	0.454	246	2.85	1820	29.1
Power is estimated from default activity; no workload was simulated.
